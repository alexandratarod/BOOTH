--- run.sh ---
#!/bin/bash
# OpenROAD 26Q1-2900-gdf79404cd8, Yosys 0.63+post, stock flow scripts
make -C /OpenROAD-flow-scripts/flow DESIGN_CONFIG=/design/flow/config.mk WORK_HOME=/design/flow/orfs finish
--- config.mk ---
export PLATFORM = sky130hd
export DESIGN_NAME = adder_xor
export DESIGN_NICKNAME = adder_xor
export VERILOG_FILES = /design/flow/design.v
export SDC_FILE = /design/flow/constraint.sdc
export NUM_CORES = 4
export LEC_CHECK = 1
export CORE_AREA = 10 10 70 70
export DIE_AREA = 0 0 80 80
--- constraint.sdc ---
current_design adder_xor

set clk_period 3.4
set clk_io_pct 0.2

create_clock -name clk0 -period $clk_period

set non_clock_inputs [all_inputs -no_clocks]
set_input_delay [expr $clk_period * $clk_io_pct] -clock clk0 $non_clock_inputs
set_output_delay [expr $clk_period * $clk_io_pct] -clock clk0 [all_outputs]
--- design.v ---
module adder_xor(
  input [7  : 0] x, y,  
  input c3,
  output  [7 : 0] out
);
wire [8 : 0] carry;
wire [7:0] out_xor;
generate 
  genvar i;
    for(i = 0; i < 8; i = i + 1)
      begin : vecti
        xor_m_c3 inst_xor(.m(x[i]), .c3(c3), .out(out_xor[i]));
    end
endgenerate
assign carry[0] = c3;
generate 
  genvar j;
    for(j = 0; j < 8; j = j + 1)
      begin : vectj
        fac inst_fac(.x(out_xor[j]), .y(y[j]), .out(out[j]), .cin(carry[j]), .cout(carry[j + 1]));
    end
endgenerate
endmodule
module fac(
  input x, y , cin,
  output out, cout
);
assign out = x ^ y ^ cin;
assign cout = cin & y | x & cin | x & y;
endmodule
module xor_m_c3( 
  input m, c3,
  output out);
  assign out = m ^ c3;
endmodule
==> run summary <==
Post-route minimum period: 4000 ps
Tot GR Track Use: 0.0261
Die Area: 6400 um^2
Antenna violations before repair: 0
M1 GR Usage: 0.0346
GRT overflow: 0
Tool warnings: 35
Syn avg cell area: 9.16 um^2
Flop count: 0
CP max stage cell: fa_2
Drt total wl: 802 um
DP Wirelength: 762 um
Site row count: 21
Number of global-route vias before repair: 306
Final setup viols: 3
Power per cell area: 177 nW/um^2
Startpoint class of the critical path: input port
Fin crit share: 1.18
Setup TNS: -1250 ps
Leak: 0.278 nW
Failing checks: setup timing
Worst slew pin tran: 212 ps
Core Util, Final: 0.182
Crit path required time: 2720 ps
Mapped Cells: 37
Top cells, area: fa_1 (35%), xnor2_1 (18%), buf_4 (18%)
WS Path Type: in2out
Total of warnings raised by yosys: 0
FILL cells: 393
Comb gate area: 268 um^2
Routed Antenna Nets: 0
Gpl congestion: 0.800
Gr busiest metal: met2
Final hold vios: 0
Critical path arrival: 3320 ps
Via count: 255
Crit path max fanout: 1
CTS Hold Bufs: 0
P&R area growth vs syn: 83.4%
Register area share after synthesis: 0
Synth cell types: 8
Register area: 0 um^2
Die X: 80 um
Router iterations before antenna repair: 2
Largest area contributor in the netlist: fa_1
RSZ-0062 raised after global routing: true
Ratio of cells with drive above 1 in the final layout: 0.446
Hold crit path type: in2out
N_diodes: 0
Input/output buffers: 25
CORE AREA: 3420 um^2
DRC: 0
Die Y: 80 um
Cell area after synthesis: 339 um^2
Max-cap violation count: 0
Largest net degree at the start of global routing: 5
Worst path max stage delay: 360 ps
Vias per inst: 2.50
Run status: complete, but fails checks
CP most frequent cell: fa_2
Wire per inst: 7.86 um
WP buf/inv: 3
Ys cells: 37
FMAX: 250 MHz
Worst vdd ir: 0.0664 mV
Routing usage on met2: 0.0393
Top-area cell share: 0.354
Yosys chip area: 339 um^2
DR iter-0 viols: 2
GRT met3 Usage: 0.0136
Clkbuf count: 0
FP Util: 0.0993
Global-route wire length before repair: 1390 um
I/O Pins: 25
Final worst slack: -604 ps
Final Max Slew Viols: 0
CP top delay family: adder cells
CP endpoint kind: output pin
Max-slew headroom: 0.858
CP cell instances: buf_6 -> xor2_2 -> fa_2 -> inv_2 -> fa_2 -> fa_2 -> fa_2 -> fa_2 -> fa_2 -> xnor2_2 -> xnor2_1 -> buf_2
## layer usage
metal	share of wire	vias up
li1	-	130
met1	0.44	105
met2	0.39	20
met3	0.17	0
met4	0	0
met5	0	-
## stage by stage
step	cell area (um^2)	total power [mW]	instances	setup slack, ps	hold WS (ps)
floorplan	378	0.0799	37	-554	1510
global placement	621	0.125	101	-1530	2320
detailed placement	621	0.125	101	-1530	2330
CTS	613	0.117	102	-907	1890
global route	622	0.126	102	-742	1920
finish	622	0.110	102	-604	1860
## Yosys cell counts
cell,count
mux2_2,1
buf_6,1
fa_1,6
xnor2_1,7
buf_4,8
xor2_1,2
inv_1,11
xnor2_2,1
## area by class of cell
type,count,share of cell area
tap,46,0.0926
multi-input combinational,17,0.431
inverter,11,0.0664
timing repair buffer,28,0.410
## layout by cell type (no fill, tap or decap), drive strengths merged
master	count
fa	6
buf	11
inv	11
xnor2	8
clkdlybuf4s50	14
dlygate4sd2	2
xor2	2
dlymetal6s2s	1
mux2	1
## power by group
part,switching (mW),internal [mW],total [mW]
Sequential,0,0,0
Combinational,0.0361,0.0740,0.110
Clock,0,0,0
Total,0.0361,0.0740,0.110
## repair_timing
item,CTS,global route
pin swaps,9,9
endpoints found under the setup margin,6,4
gates resized,38,3
buffers inserted,1,0
## cell families after synthesis
family	count (synthesis)	synth area share
buffers and inverters	20	0.332
XOR/XNOR	10	0.280
adder cells (fa/ha/maj)	6	0.354
multiplexers	1	0.0332
## final timing paths
| kind | startpoint | end | slack, ps | cells after the start |
|---|---|---|---|---|
| setup / recovery | x[1] | out[7] | -600 | 12 |
| hold / removal | c3 | out[7] | 1860 | 5 |
Power and IR drop assume default switching activity.
